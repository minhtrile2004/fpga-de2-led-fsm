==> design/flow/design.v <==
module bai9(SW, CLOCK_50, HEX0, HEX1, HEX2, HEX3, HEX4, HEX5, HEX6, HEX7, LEDR, LEDG);
input [0:0] SW;
input CLOCK_50; 
output reg [17:0] LEDR;
output reg [7:0] LEDG;
output reg [6:0] HEX0, HEX1, HEX2, HEX3, HEX4, HEX5, HEX6, HEX7;
parameter ON = 6'b101000;
parameter OFF = 6'b101001;
parameter ON1 = 6'b101010;
parameter OFF1 = 6'b101011;
parameter s0  = 6'b000000;
parameter s1  = 6'b000001;
parameter s2  = 6'b000010;
parameter s3  = 6'b000011;
parameter s4  = 6'b000100;
parameter s5  = 6'b000101;
parameter s6  = 6'b000110;
parameter s7  = 6'b000111;
parameter s8  = 6'b001000;
parameter s9  = 6'b001001;
parameter s10 = 6'b001010;
parameter s11 = 6'b001011;
parameter s12 = 6'b001100;
parameter s13 = 6'b001101;
parameter s14 = 6'b001110;
parameter s15 = 6'b001111;
parameter s16 = 6'b010000;
parameter s17 = 6'b010001;
parameter s18 = 6'b010010;
parameter s19 = 6'b010011;
parameter s20 = 6'b010100;
parameter s21 = 6'b010101;
parameter s22 = 6'b010110;
parameter s23 = 6'b010111;
parameter s24 = 6'b011000;
parameter s25 = 6'b011001;
parameter s26 = 6'b011010;
parameter s27 = 6'b011011;
parameter s28 = 6'b011100;
parameter s29 = 6'b011101;
parameter s30 = 6'b011110;
parameter s31 = 6'b011111;
parameter s32 = 6'b100000;
parameter s33 = 6'b100001;
parameter s34 = 6'b100010;
parameter s35 = 6'b100011;
parameter s36 = 6'b100100;
parameter s37 = 6'b100101;
parameter s38 = 6'b100110;
reg [5:0] current_state, next_state;
reg clock_1s = 0, clock_200ms = 0, clock_2s = 0;
reg [31:0] q = 0, p = 0, c = 0;
always @(posedge CLOCK_50) begin
    q <= q + 1;
    if (q == 25000000) begin
        clock_1s <= ~clock_1s;
        q <= 0;
    end
end
always @(posedge CLOCK_50) begin
    p <= p + 1;
    if (p == 10000000) begin
        clock_200ms <= ~clock_200ms;
        p <= 0;
    end
end
always @(posedge CLOCK_50) begin
    c <= c + 1;
    if (c == 100000000) begin
        clock_2s <= ~clock_2s;
        c <= 0;
    end
end
always @(*) begin
    case (current_state)
        ON: next_state = OFF;
        OFF: next_state = ON;
        ON1: next_state = OFF1;
        OFF1: next_state = ON1;
        s0: next_state = s1;
        s1: next_state = s2;
        s2: next_state = s3;
        s3: next_state = s4;
        s4: next_state = s5;
        s5: next_state = s6;
        s6: next_state = s7;
        s7: next_state = s8;
        s8: next_state = s9;
        s9: next_state = s10;
        s10: next_state = s11;
        s11: next_state = s12;
        s12: next_state = s13;
        s13: next_state = s14;
        s14: next_state = s15;
        s15: next_state = s16;
        s16: next_state = s17;
        s17: next_state = s18;
        s18: next_state = s19;
        s19: next_state = s20;
        s20: next_state = s21;
        s21: next_state = s22;
        s22: next_state = s23;
        s23: next_state = s24;
        s24: next_state = s25;
        s25: next_state = s26;
        s26: next_state = s27;
        s27: next_state = s28;
        s28: next_state = s29;
        s29: next_state = s30;
        s30: next_state = s31;
        s31: next_state = s32;
        s32: next_state = s33;
        s33: next_state = s34;
        s34: next_state = s35;
        s35: next_state = s36;
        s36: next_state = s37;
        s37: next_state = s38;
        s38: next_state = s0;
        default: next_state = s0;
    endcase
end
always @(posedge clock_1s or posedge SW[0]) begin
    if (SW[0]) current_state <= OFF;
    else current_state <= next_state;
end
always @(*) begin
    case (current_state)
        ON: begin
            HEX7 = 7'b0001001;  
            HEX6 = 7'b0001000;  
            HEX5 = 7'b0001100;  
            HEX4 = 7'b0001100;  
            HEX3 = 7'b0010001;  
            HEX2 = 7'b1000000;  
            HEX1 = 7'b0001000;  
            HEX0 = 7'b0010001;  
        end
        OFF: begin
            HEX7 = 7'b1111111;
            HEX6 = 7'b1111111;
            HEX5 = 7'b1111111;
            HEX4 = 7'b1111111;
            HEX3 = 7'b1111111;
            HEX2 = 7'b1111111;
            HEX1 = 7'b1111111;
            HEX0 = 7'b1111111;
        end
        default: begin
            HEX7 = 7'b1111111;
            HEX6 = 7'b1111111;
            HEX5 = 7'b1111111;
            HEX4 = 7'b1111111;
            HEX3 = 7'b1111111;
            HEX2 = 7'b1111111;
            HEX1 = 7'b1111111;
            HEX0 = 7'b1111111;
        end
    endcase
end
always @(*) begin
    case (current_state)
        s0: LEDR = 18'b100000000000000000;
        s1: LEDR = 18'b110000000000000000;
        s2: LEDR = 18'b111000000000000000;
        s3: LEDR = 18'b111100000000000000;
        s4: LEDR = 18'b111110000000000000;
        s5: LEDR = 18'b111111000000000000;
        s6: LEDR = 18'b111111100000000000;
        s7: LEDR = 18'b111111110000000000;
        s8: LEDR = 18'b111111111000000000;
        s9: LEDR = 18'b111111111100000000;
        s10: LEDR = 18'b111111111110000000;
        s11: LEDR = 18'b111111111111000000;
        s12: LEDR = 18'b111111111111100000;
        s13: LEDR = 18'b111111111111110000;
        s14: LEDR = 18'b111111111111111000;
        s15: LEDR = 18'b111111111111111100;
        s16: LEDR = 18'b111111111111111110;
        s17: LEDR = 18'b111111111111111111;
        s18: LEDR = 18'b000000000000000000;
        s19: LEDR = 18'b000000000000000001;
        s20: LEDR = 18'b000000000000000011;
        s21: LEDR = 18'b000000000000000111;
        s22: LEDR = 18'b000000000000001111;
        s23: LEDR = 18'b000000000000011111;
        s24: LEDR = 18'b000000000000111111;
        s25: LEDR = 18'b000000000001111111;
        s26: LEDR = 18'b000000000011111111;
        s27: LEDR = 18'b000000000111111111;
        s28: LEDR = 18'b000000001111111111;
        s29: LEDR = 18'b000000011111111111;
        s30: LEDR = 18'b000000111111111111;
        s31: LEDR = 18'b000001111111111111;
        s32: LEDR = 18'b000011111111111111;
        s33: LEDR = 18'b000111111111111111;
        s34: LEDR = 18'b001111111111111111;
        s35: LEDR = 18'b011111111111111111;
        s36: LEDR = 18'b111111111111111111;
        default: LEDR = 18'b000000000000000000;
    endcase
end
endmodule
==> design/flow/run.sh <==
#!/bin/bash
# OpenROAD 26Q1-2900-gdf79404cd8, Yosys 0.63+post, stock flow scripts
make -C /OpenROAD-flow-scripts/flow DESIGN_CONFIG=/design/flow/config.mk WORK_HOME=/design/flow/orfs finish
==> design/flow/config.mk <==
export PLATFORM = sky130hd
export DESIGN_NAME = bai9
export DESIGN_NICKNAME = bai9
export VERILOG_FILES = /design/flow/design.v
export SDC_FILE = /design/flow/constraint.sdc
export NUM_CORES = 4
export LEC_CHECK = 1
export CORE_UTILIZATION = 50
==> design/flow/constraint.sdc <==
current_design bai9

set clk_period 6.3
set clk_io_pct 0.2

create_clock -name clk0 -period $clk_period [get_ports {CLOCK_50}]

set non_clock_inputs [all_inputs -no_clocks]
set_input_delay [expr $clk_period * $clk_io_pct] -clock clk0 $non_clock_inputs
set_output_delay [expr $clk_period * $clk_io_pct] -clock clk0 [all_outputs]
==> job_summary.md <==
### Flow metrics

| Metric | Value |
|---|---|
| Status | complete, no violations |
| Layout area overhead | 12.07% |
| H-tree depth | 2 |
| Xor/xnor share | 8.514% |
| Clock share of power | 41.0% |
| Slowest cell on crit path | or4_4 |
| Post-synth EDFFs | 1 |
| Minimum clock period | 2219 ps |
| CP top delay family | simple AND/OR/NAND/NOR gates |
| Endpoints left unconstrained | 67 |
| # Cells Yosys | 349 |
| Worst Path Max Fanout | 13 |
| Via/cell ratio | 5.102 |
| Simple Share, Synth | 23.06% |
| Setup CP Type | reg2reg |
| Vias in the first global route | 1880 |
| Synth logic family | simple AND/OR/NAND/NOR gates |
| Port Buf Inserts | 62 |
| Ys async rst share | 15.38% |
| Largest net degree at the start of global routing | 44 |
| HP Class | reg2reg |
| # DRC | 0 |
| Log Warnings | 35 |
| Syn Area/Cell | 7.959 um2 |
| Core Util at FP | 53.03% |
| CTS tree | yes |
| Hold Buf Count CTS | 0 |
| DP Area | 3033 um2 |
| Crit-path max cell delay | 580 ps |
| Final worst-path cycle share | 35.23% |
| # diodes | 0 |
| Ao+oa area frac | 11.80% |
| Routed len/inst | 12.37 um |
| Critical Path Start Type | register |
| Placed cells | 425 |
| Worst Path Required | 6210 ps |
| Maximum clock path buffer count | 2 |
| Top FF cell, synth | dfxtp_1 |
| P_int | 0.0002886 W |
| Antenna violations before repair | 0 |
| Die X-Extent | 76.54 um |
| GPL Wtd Cong | 0.8702 |
| Synth Seq Share | 29.68% |
| Final Power | 0.0003582 W |
| Post-Syn Area | 2778 um2 |
| Row cnt | 26 |
| RSZ-0062 raised after global routing | no |
| Cell Pwr Density | 115.1 nW/um2 |
| Drt first-iter violations | 117 |
| Post-route insts no fill | 433 |
| MUX area fraction | 0.8108% |
| Clock tree root buffer cell | clkbuf_8 |
| Post-synth top cells | buf_4, nor2_1, dfxtp_1 |
| Die area | 5858 um2 |
| Chip height | 76.54 um |
| Worst Skew | 4.128 ps |
| Maximum operating frequency | 450.6 MHz |
| Final slew viol count | 0 |
| Total track usage | 19.19% |
| Synthesis area per yosys | 2778 um2 |
| Sw Ratio | 19.44% |
| Peak supply drop | 0.0001111 V |
| Drt pass-1 iters | 4 |
| Final Cell Area | 3113 um2 |
| CP Cell Sequence | nor4_1 -> nand4_1 -> or4_4 -> nor3_4 |
| Max transition margin | 43.88% |
| Pleak | 1.241 nW |
| Core Region | 5238 um2 |
| Switching power | 0.00006962 W |
| Layout fillers | 484 |
| Detailed-placement wirelength estimate | 3913 um |
| CP Capture Type | register |
| Gate count of the mapped netlist | 349 |
| Synth area leader | dfxtp_1 |
| Worst skew pair latency | 280 ps |
| CP arrival | 2130 ps |
| Final setup fails | 0 |
| Distinct lib cells | 49 |
| Adder share | 4.955% |
| Max_cap viols | 0 |
| Reg power frac | 58.5% |
| Clock Pin Slew Worst Setup and Hold Paths | 60 ps |
| Area share, top type | 23.06% |
| Slew @ Worst Pin | 834.2 ps |
| CTS Buf Count | 5 |
| Post-route ant nets | 0 |
| Post-CTS setup buffer count | 0 |
| Ratio of cells with drive above 1 in the final layout | 5.234% |
| GRT Residual Overflow | 0 |
| Cells resized by post-CTS repair | 0 |
| Synth warn | 9 |
| Cell area leaders | dfxtp_1, buf_4, xnor2_1 |
| Power share of the combinational group | 0.4% |
| Routed WL | 5355 um |
| Registers, synthesis | 39 |
| First-pass GRT wire length | 9101 um |
| Fin Hold WS | 466.2 ps |
| Crit path buf inv count | 0 |
| Via count | 2209 |
| Setup TNS Final | 0 ps |
| Count of unclocked register or latch pins | 6 |
| Yosys top cell by instances | buf_4 |
| Io pins | 84 |
| Hold Fails Final Rpt | 0 |
## path summary, 6_finish.rpt
| check | depth (start not counted) | end | startpoint | slack, ps |
|---|---|---|---|---|
| max | 4 | clock_1s$_DFFE_PN_ | q[7]$_SDFF_PN0_ | 4080 |
| min | 1 | q[31]$_SDFF_PN0_ | q[31]$_SDFF_PN0_ | 470 |
| max reg2reg | 4 | clock_1s$_DFFE_PN_ | q[7]$_SDFF_PN0_ | 4080 |
| min reg2reg | 1 | q[31]$_SDFF_PN0_ | q[31]$_SDFF_PN0_ | 470 |
## cells in the final DEF, fill, tap and decap left out, types with 2 or more instances in the layout
master and count:
mux2_2 2, a21o_1 2, and2_1 2, nor2b_1 4, nor4_1 7, or3_1 2
a22o_1 2, clkdlybuf4s50_1 62, nand2_1 24, nor3_1 4, nand3_1 17, o31ai_1 2
ha_1 11, nand2b_1 2, clkinv_1 2, dfstp_2 3, or2_2 2, clkbuf_8 5
nor2_1 35, o211ai_1 3, xnor2_1 18, dfxtp_1 32, and4bb_2 2, clkbuf_1 3
and3_1 6, nand4_1 14, o21ai_0 21, xor2_1 9, conb_1 21, dfrtp_1 3
a21oi_1 12, inv_1 11, a31oi_1 3
## power groups by stage
stage     Sequential (W)  Combinational [W]  Clock (W)
4_1_cts         0.000210         0.00000181   0.000152
5_1_grt         0.000209         0.00000254   0.000160
6_report        0.000210         0.00000159   0.000147
## registers in the layout (all words and copies together), names as in the netlist
register,count
current_state,6
clock_1s,1
q,32
## logic make-up (layout without fill, tap and decap cells)
logic type	Yosys count	after routing
flip-flops	39	39
other	2	21
AND/OR/NAND/NOR	125	125
adder cells (fa/ha/maj)	11	11
AND-OR/OR-AND	54	54
XOR/XNOR	27	27
buffers and inverters	89	84
multiplexers	2	2
## per-layer routing
| metal | routed length, um | global-route usage [%] | vias to the layer above | part of all wire [%] |
|---|---|---|---|---|
| met5 | 0 | 0 | - | 0 |
| met4 | 75 | 2.500 | 0 | 1.4 |
| met3 | 225 | 2.068 | 7 | 4.2 |
| met2 | 2518 | 31.80 | 75 | 47 |
| met1 | 2536 | 28.38 | 991 | 47 |
| li1 | - | - | 1136 | - |
## per-stage QoR
step           setup slack, ps  util, %
3_5_place_dp              4062    57.91
5_1_grt                   3904    59.44
6_report                  4081    59.44
4_1_cts                   4062    59.44
2_1_floorplan             4397        -
3_3_place_gp              4111    57.91
## layout make-up
| cell class | instances | area, um2 | share of cell area (%) |
|---|---|---|---|
| inverter | 13 | 48.80 | 1.568 |
| timing repair buffer | 63 | 628.1 | 20.18 |
| multi-input combinational | 240 | 1444 | 46.38 |
| clock buffer | 8 | 80.08 | 2.572 |
| tap | 70 | 87.58 | 2.814 |
| sequential | 39 | 824.5 | 26.49 |
Power figures rest on the tool's default switching activity, not on a simulated workload.
